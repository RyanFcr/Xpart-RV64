`config.mk`:
```
export PLATFORM = sky130hd
export DESIGN_NAME = CSR
export DESIGN_NICKNAME = CSR
export VERILOG_FILES = /design/flow/design.v
export SDC_FILE = /design/flow/constraint.sdc
export NUM_CORES = 4
export LEC_CHECK = 1
export CORE_UTILIZATION = 50
```
`constraint.sdc`:
```
current_design CSR

set clk_period 1.3
set clk_io_pct 0.2

create_clock -name clk0 -period $clk_period [get_ports {clk}]

set non_clock_inputs [all_inputs -no_clocks]
set_input_delay [expr $clk_period * $clk_io_pct] -clock clk0 $non_clock_inputs
set_output_delay [expr $clk_period * $clk_io_pct] -clock clk0 [all_outputs]
```
`design.v`:
```
`timescale 1ns / 1ps
module CSR(
    input clk,
    input rst,
    input ecall, 
    input illegal, 
    input we,
    input [11:0] csr_reg, 
    input [11:0] write_addr, 
    input [63:0] write_data,
    output reg [63:0] csr_out, 
    output [63:0] satp_out
);
    reg [63:0] stvec, sepc, sstatus, scause, satp; 
    assign satp_out = satp; 
    always @(*) begin
        if (csr_reg == 12'h100) csr_out = sstatus; 
        else if (csr_reg == 12'h105) csr_out = stvec; 
        else if (csr_reg == 12'h141) csr_out = sepc; 
        else if (csr_reg == 12'h142) csr_out = scause;
        else if (csr_reg == 12'h180) csr_out = satp;   
    end
    always @(negedge clk or posedge rst) begin
        if (rst == 1) begin
            stvec = 0; 
            sepc = 0; 
            sstatus = 0; 
            scause = 0; 
            satp = 0; 
        end 
        else begin 
            if (we == 1) begin
                if (write_addr == 12'h100) sstatus = write_data; 
                else if (write_addr == 12'h105) stvec = write_data; 
                else if (write_addr == 12'h141) sepc = write_data; 
                else if (write_addr == 12'h142) scause = write_data; 
                else if (write_addr == 12'h180) satp = write_data; 
            end 
            if (ecall == 1) scause = 64'd11; 
            else if (illegal == 1) scause = 64'd2; 
        end
    end 
endmodule
```
`run.sh`:
```
#!/bin/bash
# OpenROAD 26Q1-2900-gdf79404cd8, Yosys 0.63+post, stock flow scripts
make -C /OpenROAD-flow-scripts/flow DESIGN_CONFIG=/design/flow/config.mk WORK_HOME=/design/flow/orfs finish
```
==> highlights.md <==
STA
* final worst slack: -1.06 ns
* Finish-stage setup viols: 384
* slew of the pin with the lowest slew margin: 0.895 ns
* Clock Skews: 0 ns
* Fin Hold WS: 0.441 ns
* Max Transition Viols Final: 0
* setup repair after global routing missed its margin: true
* final hold violation count: 0
* register pins left without a clock: 64
* count of endpoints without a timing constraint: 128
* tightest slew margin relative to the limit: 39.5%

Detailed routing
* average vias per placed instance: 6.10
* number of nets still failing antenna checks after routing: 0
* highest metal layer used by the detailed router: met4
* routed length per instance: 23.5 um
* Routed Wire Length: 56700 um
* number of vias after detailed routing: 14.7k
* Post-Route M1 WL: 24500 um
* met2 wire len: 26300 um
* sum of met3 wire segment lengths after detailed routing: 4160 um
* # DRC: 0
* initial detailed-routing violation count: 809
* number of iterations in the first detailed-routing pass: 5
* ANT cells: 0

Clock tree
* clock-pin slew of the registers on the worst-case setup and hold paths: 0.05 ns
* clk latency late pin: 0.52 ns
* Longest Clk Path Bufs: 3
* number of hold buffers added after CTS: 0
* number of levels the H-tree was split into: 2
* TritonCTS clock tree: built
* number of buffers added by the clock tree synthesis step: 37
* master cell of the clock root buffer: sky130_fd_sc_hd__clkbuf_16

Power and ir drop
* net switching fraction of the power: 23.8%
* Max IR drop VDD: 0.000951 V
* net switching power figure: 5.35 mW
* leakage power total: 11.5 nW
* internal cell power: 17.1 mW
* sequential power share: 44.9%
* combinational cell fraction of total power: 8.6%
* total power after layout: 22.5 mW
* P per Cell Area: 958 nW/um^2
* part of the total power dissipated in the clock network: 46.6%

Place
* Port Buffer Count: 220
* Placed Instance Area: 21700 um^2
* weighted congestion at the end of routability-driven global placement: 0.842
* number of placed instances, taps included: 2310
* Detail Placement HPWL: 31000 um
* worst slack at placement: -1.89 ns

Final layout
* commonest non-fill, non-tap cell in the layout: sky130_fd_sc_hd__dfrtn_1
* filler instances: 2539
* Area Growth Syn to Fin: 32.6%
* fin cells: 2415
* highest-count cells in the layout ignoring fill and taps: sky130_fd_sc_hd__dfrtn_1, sky130_fd_sc_hd__nand2_1, sky130_fd_sc_hd__clkdlybuf4s50_1, sky130_fd_sc_hd__mux2_2, sky130_fd_sc_hd__buf_4
* share of final-layout standard cells stronger than drive strength 1: 30.2%
* final instance area: 23500 um^2

Yosys
* main flop type: sky130_fd_sc_hd__dfrtn_1
* count of instantiated cells in the yosys netlist: 1630
* proportion of register bits with asynchronous set or reset after synthesis: 83.3%
* Synth Instances: 1630
* Synthesis Warnings: 1
* Post-synth EDFFs: 0
* summed standard-cell area reported by yosys: 17700 um^2
* Avg Cell Area, Syn: 10.9 um^2
* flops & latches, synth: 384
* Synth Cell Area: 17700 um^2
* post-synth cell types: 49

Setup path
* length in cells of the worst reg-to-reg path: 3
* terminus of the critical flop-to-flop path: satp[40]
* CP Class: input pin to flop
* endpoint type of the worst setup path: flop
* reg-to-reg slack, setup: 0.31 ns
* critical path launch point type: input pin
* reg2reg start: satp[40]
* largest driver fanout on the critical path: 10
* arrival time of data at the critical path endpoint: 2.09 ns
* worst path required time: 1.03 ns

Worst hold path
* Hold Startpoint: sstatus[23]
* Hold Path Depth: 1
* hold path endpoint: sstatus[23]
* Hold/Removal Path Class: flop to flop

Global route
* GRT Util Overall: 33.1%
* initial antenna violation count: 1
* global-route wire length before repair: 87300 um
* global route overflow: 0
* maximum number of pins on one net before global-route repair: 60
* via count of the first global-routing pass: 15.1k

Flow run
* max-cap viol count: 0
* number of warnings in the stage logs: 29

Floorplanning
* Site Rows: 68
* top-level I/O count: 221
* total core area: 34700 um^2
* horizontal die dimension: 190 um
* die area: 36100 um^2
* Core Density at Floorplan: 51.0%
* Chip Height: 190 um

Outcome
* run status: finished, violations left
* violated checks: setup timing

## state kept, by name (all words and copies together), names as in the netlist
| signal | count |
|---|---|
| satp | 64 |
| sstatus | 64 |
| stvec | 64 |
| sepc | 64 |
| scause | 64 |
| csr_out | 64 |
## metal layers
layer	up-vias	global-route usage (%)
met4	0	9.27
li1	6618	-
met1	7395	49.0
met3	110	8.42
met2	610	50.6
met5	-	0
## worst max-delay path, cell delays in order
cell and delay (ns):
sky130_fd_sc_hd__buf_6 0.09, sky130_fd_sc_hd__or4b_4 0.55, sky130_fd_sc_hd__buf_4 0.15, sky130_fd_sc_hd__or4_4 0.56, sky130_fd_sc_hd__buf_12 0.18, sky130_fd_sc_hd__clkbuf_16 0.17
sky130_fd_sc_hd__nand2_1 0.07, sky130_fd_sc_hd__a21oi_1 0.06
## through the flow
stage	TNS, ns	utilization (%)
3_5_place_dp	-698.29	62.4
4_1_cts	-360.40	66.8
6_report	-349.25	67.6
2_1_floorplan	-1590.96	-
3_3_place_gp	-692.74	62.4
5_1_grt	-363.78	67.6
## worst max path at each step
| stage | depth (start not counted) | slack [ns] | from | endpoint |
|---|---|---|---|---|
| 5_1_grt | 8 | -1.09 | write_addr[11] | scause[10] |
| 4_1_cts | 9 | -1.11 | write_addr[10] | stvec[47] |
| 6_report | 8 | -1.06 | write_addr[11] | scause[10] |
## kinds of logic (layout without fill, tap and decap cells)
group / Yosys count / after routing / share of synthesized area (%)
AOI/OAI and AO/OA: 422 / 422 / 15.6
xor gates and xnor gates: 2 / 2 / 0.0990
buffers and inverters: 147 / 477 / 4.16
DFF: 320 / 320 / 45.3
latches: 64 / 64 / 5.43
muxes: 258 / 258 / 17.7
and+or+nand+nor: 417 / 417 / 11.7
## what timing repair did
action / 4_1_cts / 5_1_grt
resized: 158 / 69
buffers inserted: 20 / 15
setup endpoints to repair: 384 / 384
pin swaps: 6 / 4
gates cloned: 9 / 9
## synthesized netlist by cell type, types with 2 or more instances
library cell,count,area share (%)
sky130_fd_sc_hd__a22oi_1,27,1.1
sky130_fd_sc_hd__nand3b_1,4,0.17
sky130_fd_sc_hd__inv_1,2,0.042
sky130_fd_sc_hd__o22a_1,28,1.4
sky130_fd_sc_hd__nor3_1,103,2.9
sky130_fd_sc_hd__or2_2,3,0.11
sky130_fd_sc_hd__nor2_1,3,0.064
sky130_fd_sc_hd__o21ai_0,127,3.6
sky130_fd_sc_hd__mux2i_1,2,0.11
sky130_fd_sc_hd__o21bai_1,2,0.085
sky130_fd_sc_hd__buf_4,5,0.21
sky130_fd_sc_hd__a22o_1,36,1.8
sky130_fd_sc_hd__a21oi_1,98,2.8
sky130_fd_sc_hd__nand3_1,3,0.085
sky130_fd_sc_hd__or4b_1,2,0.11
sky130_fd_sc_hd__buf_2,24,0.68
sky130_fd_sc_hd__nand2_1,191,4.1
sky130_fd_sc_hd__buf_1,7,0.15
sky130_fd_sc_hd__buf_6,18,1.1
sky130_fd_sc_hd__mux2_2,196,12
sky130_fd_sc_hd__and3_1,63,2.2
sky130_fd_sc_hd__or3_1,27,0.95
sky130_fd_sc_hd__o31a_1,27,1.3
sky130_fd_sc_hd__dfrtn_1,320,45
sky130_fd_sc_hd__o32ai_1,37,1.8
sky130_fd_sc_hd__or3b_2,2,0.099
sky130_fd_sc_hd__mux2_4,60,5.1
sky130_fd_sc_hd__nand2b_1,4,0.14
sky130_fd_sc_hd__clkbuf_1,91,1.9
sky130_fd_sc_hd__a21o_1,36,1.5
sky130_fd_sc_hd__dlxtn_1,64,5.4
## layout make-up
type | count | area (um^2) | area share [%]
Multi-Input combinational cell | 1099 | 8400 | 35.8
Clock buffer | 56 | 1130 | 4.81
Timing Repair Buffer | 414 | 4310 | 18.4
Sequential cell | 384 | 8970 | 38.2
Inverter | 2 | 11.3 | 0.0480
Clock inverter | 5 | 78.8 | 0.336
Tap cell | 455 | 569 | 2.43
## power groups by stage
stage / Combinational [mW] / Sequential [mW] / Clock (mW)
5_1_grt: 2.06 / 10.1 / 11.0
6_report: 1.93 / 10.1 / 10.5
4_1_cts: 1.91 / 10.1 / 10.6
Power and IR drop assume default switching activity.
